$ cat flow/run.sh
#!/bin/bash
# OpenROAD 26Q1-2900-gdf79404cd8, Yosys 0.63+post, stock flow scripts
make -C /OpenROAD-flow-scripts/flow DESIGN_CONFIG=/design/flow/config.mk WORK_HOME=/design/flow/orfs finish
$ cat flow/config.mk
export PLATFORM = sky130hd
export DESIGN_NAME = uart2
export DESIGN_NICKNAME = uart2
export VERILOG_FILES = /design/flow/design.v
export SDC_FILE = /design/flow/constraint.sdc
export NUM_CORES = 4
export LEC_CHECK = 1
export CORE_AREA = 10 10 110 110
export DIE_AREA = 0 0 120 120
$ cat flow/constraint.sdc
current_design uart2

set clk_period 5.8
set clk_io_pct 0.2

create_clock -name clk0 -period $clk_period [get_ports {sys_clk_i}]

set non_clock_inputs [all_inputs -no_clocks]
set_input_delay [expr $clk_period * $clk_io_pct] -clock clk0 $non_clock_inputs
set_output_delay [expr $clk_period * $clk_io_pct] -clock clk0 [all_outputs]
$ cat flow/design.v
`timescale 1ns / 1ps
module uart2(
   uart_busy,    
   uart_tx,      
   uart_wr_i,    
   uart_dat_i,   
   sys_clk_i,    
   sys_rst_i     
);
  input uart_wr_i;
  input [7:0] uart_dat_i;
  input sys_clk_i;
  input sys_rst_i;
  output uart_busy;
  output uart_tx;
  reg [3:0] bitcount;
  reg [8:0] shifter;
  reg uart_tx;
  wire uart_busy = |bitcount[3:1];
  wire sending = |bitcount;
  reg [28:0] d=29'b0;
  wire [28:0] dInc = d[28] ? (34000000) : (34000000 - 68000000);
  wire [28:0] dNxt = d + dInc;
  always @(posedge sys_clk_i)
  begin
    d = dNxt;
  end
  wire ser_clk = ~d[28];  
  always @(posedge sys_clk_i)
  begin
    if (sys_rst_i) begin
      uart_tx <= 1;
      bitcount <= 0;
      shifter <= 0;
    end else begin
      if (uart_wr_i & ~uart_busy) begin
        shifter <= { uart_dat_i[7:0], 1'h0 };
        bitcount <= (1 + 8 + 2);
      end
      if (sending & ser_clk) begin
        { shifter, uart_tx } <= { 1'h1, shifter };
        bitcount <= bitcount - 1;
      end
    end
  end
endmodule
==> datasheet_impl.txt <==
Implementation parameters

Parameter                              Value

Synthesis
  Yosys cell count    approximately 240
  Post-synth area from yosys stat    approximately 2200 um2
  Area share, top type    33.2%
  Mean instance size in the synthesized netlist    between 9 and 10 um2
  Cell taking the most area after synthesis    sky130_fd_sc_hd__dfxtp_1
  Number of enable-type register cells in the synthesized netlist    0
  Synth area leaders    sky130_fd_sc_hd__dfxtp_1 33%, sky130_fd_sc_hd__ha_1 13%, sky130_fd_sc_hd__a21oi_1 5.5%
  Ys flops    36
  Synthesized netlist cell count    around 240
  Library cells used by synthesis    55
  Syn. warnings    1
  Post-Syn Area    2170 um2
  Async set-or-reset flop fraction in the synthesized netlist    0%
  Dominant register cell in the synthesized netlist    sky130_fd_sc_hd__dfxtp_1
  Synth Seq Share    33.2%

GRT
  Maximum number of pins on one net before global-route repair    17
  Global-route wire length before repair    7450 um
  Final global-route overflow total    0
  Combined global-route utilization of all metal layers    5.95%
  Antenna violations before repair    0
  Vias in the first global route    1637

Flow run
  OpenROAD warnings    26
  Maximum Capacitance Violations    0

Floorplan
  Row count    36
  Count of boundary I/O pins    13
  Overall chip area    14400 um2
  Floorplan-stage core utilization    between 20% and 30%
  Core region area    9770 um2
  Die Y    120 um
  Horizontal extent of the die    about 120 um

Timing
  Transition at the pin with the smallest max-transition slack    0.524 ns
  Final setup margin    around 3.0 ns
  Final slew viol count    0
  Setup tns final    0 ns
  Final setup violating endpoints    0
  Final setup skew    0.00835 ns
  Final Cycle Share    about 50%
  Headroom to the max-slew limit    ~65%
  Peak Freq    353 MHz
  Final min period    between 2 and 3 ns
  Count of endpoints failing hold in the final timing report    0
  Setup repair after global routing missed its margin    false

Setup path
  Capturing point of the worst reg2reg path    d[21]
  Critical Path Start Type    register
  Endpoint required time on the critical path    5.97 ns
  Endpoint type of the worst setup path    register
  Largest fanout on the critical path    14
  Startpoint-to-endpoint class of the critical path    register to register
  Startpoint of the most critical register-to-register path    d[28]
  Setup slack on the worst flop-to-flop path    between 2 and 3 ns
  Count of cells along the worst register-to-register path    8
  Arrival @ worst endpoint    3.00 ns

Clock tree
  Hold-fix buffers, CTS    0
  Clock buffer count from CTS    5
  Clock transition at the registers of the reported paths    0.08 ns
  Buffer cell driving the clock tree root    sky130_fd_sc_hd__clkbuf_8
  Source-to-sink clock delay at the later pin of the worst-skew pair    0.29 ns
  Number of buffers on the longest clock path    2
  Number of levels in the clock H-tree    2
  Count of cells resized by post-cts repair    0
  Number of buffers added for setup after CTS    0
  CTS tree    done
  Clock sink count    36

Power and ir drop
  Total power of the final layout    633 uW
  Peak supply drop    0.147 mV
  Leak Pwr    between 1 and 1.5 nW
  Power Density    ~250 nW/um2

Routing
  Routed wire length    approximately 4200 um
  Iteration-0 DRC Markers    130
  Via density    4.53
  Count of antenna-violating nets left after detailed routing    0
  Drt first pass iters    4
  Wirelength per Cell    11.0 um
  Count of vias placed by the detailed router    between 1500 and 2000
  Number of remaining DRC errors    0
  Final antenna diode count    0

Placement
  Worst Setup Slack post-DPL    2.96 ns
  I/O Buffers    12
  GPL Wtd Cong    0.836
  Dpl hpwl    3120 um
  Instance count after placement with tap cells included    376

Finish
  Final instance count without filler cells    approximately 380
  Fraction of final layout cells sized beyond drive strength 1    8.37%
  Layout-stage area growth over the synthesis result    17.2%
  Fill cells    between 1000 and 1500
  Utilization after layout    26.0%

Run status
  Outcome    finished clean

Hold path
  Endpoint with the worst hold slack    d[7]
  Cell depth of the worst min-delay path    1
  Worst hold path class    register to register
  Hold path start    d[7]
==> placed cells by master (no fill, tap or decap), types with 2 or more instances in the layout <==
cell type	instances
sky130_fd_sc_hd__a21oi_1	24
sky130_fd_sc_hd__clkbuf_8	5
sky130_fd_sc_hd__a211oi_1	8
sky130_fd_sc_hd__clkdlybuf4s50_1	12
sky130_fd_sc_hd__a311o_1	2
sky130_fd_sc_hd__and3_1	3
sky130_fd_sc_hd__mux2i_1	9
sky130_fd_sc_hd__inv_1	12
sky130_fd_sc_hd__a31oi_1	2
sky130_fd_sc_hd__o21ai_1	3
sky130_fd_sc_hd__a21oi_2	3
sky130_fd_sc_hd__xnor2_1	8
sky130_fd_sc_hd__nor2_1	18
sky130_fd_sc_hd__nand4_1	3
sky130_fd_sc_hd__nor3_1	5
sky130_fd_sc_hd__a21o_1	7
sky130_fd_sc_hd__a221oi_1	2
sky130_fd_sc_hd__dfxtp_1	36
sky130_fd_sc_hd__nand2b_1	3
sky130_fd_sc_hd__ha_1	22
sky130_fd_sc_hd__nand2_1	15
sky130_fd_sc_hd__nand3_1	3
sky130_fd_sc_hd__xor2_1	7
sky130_fd_sc_hd__nand3b_1	2
sky130_fd_sc_hd__o21ai_0	4
==> final cells by class <==
cell class	instances	area [um2]	area share, %
multi-input combinational	183	1390	54.4
clock buffer	6	72.6	2.85
sequential	36	721	28.3
clock inverter	2	35.0	1.38
timing repair buffer	12	120	4.72
inverter	12	45.0	1.77
tap	133	166	6.54
==> per-layer routing <==
| layer | GRT usage [%] | share of wire, % | vias to the layer above |
|---|---|---|---|
| met5 | 0 | 0 | - |
| met4 | 0.754 | 1.3 | 0 |
| met3 | 1.57 | 4.0 | 6 |
| met2 | 8.56 | 39 | 22 |
| met1 | 8.94 | 55 | 810 |
| li1 | - | - | 902 |
==> worst max-delay path by stage <==
stage | slack [ns] | endpoint | depth (start not counted) | start
5_1_grt | 2.70 | d[21] | 8 | d[28]
4_1_cts | 2.95 | d[21] | 8 | d[28]
6_report | 2.97 | d[21] | 8 | d[28]
==> kinds of logic after synthesis <==
| family | after synthesis | synth area share (%) |
|---|---|---|
| AND-OR/OR-AND | 74 | 24.8 |
| AND/OR/NAND/NOR | 62 | 15.2 |
| flip-flops | 36 | 33.2 |
| adder cells (fa/ha/maj) | 23 | 13.6 |
| buffers and inverters | 17 | 3.05 |
| XOR/XNOR | 15 | 6.05 |
| multiplexers | 9 | 4.15 |
==> critical path, stage by stage, from the launching register on <==
cell and delay, ns:
sky130_fd_sc_hd__dfxtp_1 0.63, sky130_fd_sc_hd__inv_1 0.41, sky130_fd_sc_hd__ha_1 0.52, sky130_fd_sc_hd__o211ai_1 0.12, sky130_fd_sc_hd__a21o_1 0.18, sky130_fd_sc_hd__a21bo_1 0.22, sky130_fd_sc_hd__a31oi_2 0.25, sky130_fd_sc_hd__nor4_1 0.08
sky130_fd_sc_hd__a311o_1 0.31
==> cells in the mapped netlist, drive strengths merged, types with 2 or more instances <==
cell and instances:
a211oi 9, a21o 9, a21oi 27, a221oi 3
a311o 2, a31oi 3, and2 2, and3 4
buf 2, clkbuf 3, dfxtp 36, ha 22
inv 12, mux2i 9, nand2 15, nand2b 3
nand3 4, nand3b 3, nand4 3, nor2 18
nor3 5, o21ai 7, o311a 2, xnor2 8
xor2 7
==> metrics by stage <==
step | area (um2) | hold slack, ns
global route | 2550 | 0.480
CTS | 2550 | 0.440
floorplan | 2170 | 0.404
global placement | 2440 | 0.423
finish | 2550 | 0.439
detailed placement | 2440 | 0.422
==> flip-flops by register name, summed over array words and instances (netlist names) <==
name / flops
uart_tx: 1
d: 22
shifter: 9
bitcount: 4
==> report_power, final <==
part | total, mW | internal, mW | switching [mW]
Sequential | 0.283 | 0.271 | 0.0121
Combinational | 0.133 | 0.0625 | 0.0708
Clock | 0.217 | 0.128 | 0.0893
Total | 0.633 | 0.461 | 0.172
Power figures rest on the tool's default switching activity, not on a simulated workload.
