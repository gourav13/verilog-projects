<file path="flow/config.mk">
export PLATFORM = sky130hd
export DESIGN_NAME = uart
export DESIGN_NICKNAME = uart
export VERILOG_FILES = /design/flow/design.v
export SDC_FILE = /design/flow/constraint.sdc
export NUM_CORES = 4
export LEC_CHECK = 1
export CORE_UTILIZATION = 50
</file>
<file path="flow/constraint.sdc">
current_design uart

set clk_period 2.1
set clk_io_pct 0.2

create_clock -name clk0 -period $clk_period [get_ports {rxclk}]
create_clock -name clk1 -period $clk_period [get_ports {txclk}]

set non_clock_inputs [all_inputs -no_clocks]
set_input_delay [expr $clk_period * $clk_io_pct] -clock clk0 $non_clock_inputs
set_output_delay [expr $clk_period * $clk_io_pct] -clock clk0 [all_outputs]
</file>
<file path="flow/design.v">
`timescale 1ns / 1ps
module uart (
reset          ,
txclk          ,
ld_tx_data     ,
tx_data        ,
tx_enable      ,
tx_out         ,
tx_empty       ,
rxclk          ,
uld_rx_data    ,
rx_data        ,
rx_enable      ,
rx_in          ,
rx_empty
);
input        reset          ;
input        txclk          ;
input        ld_tx_data     ;
input  [7:0] tx_data        ;
input        tx_enable      ;
output       tx_out         ;
output       tx_empty       ;
input        rxclk          ;
input        uld_rx_data    ;
output [7:0] rx_data        ;
input        rx_enable      ;
input        rx_in          ;
output       rx_empty       ;
reg [7:0]    tx_reg         ;
reg          tx_empty       ;
reg          tx_over_run    ;
reg [3:0]    tx_cnt         ;
reg          tx_out         ;
reg [7:0]    rx_reg         ;
reg [7:0]    rx_data        ;
reg [3:0]    rx_sample_cnt  ;
reg [3:0]    rx_cnt         ;  
reg          rx_frame_err   ;
reg          rx_over_run    ;
reg          rx_empty       ;
reg          rx_d1          ;
reg          rx_d2          ;
reg          rx_busy        ;
always @ (posedge rxclk or posedge reset)
if (reset) begin
  rx_reg        <= 0; 
  rx_data       <= 0;
  rx_sample_cnt <= 0;
  rx_cnt        <= 0;
  rx_frame_err  <= 0;
  rx_over_run   <= 0;
  rx_empty      <= 1;
  rx_d1         <= 1;
  rx_d2         <= 1;
  rx_busy       <= 0;
end else begin
  rx_d1 <= rx_in;
  rx_d2 <= rx_d1;
  if (uld_rx_data) begin
    rx_data  <= rx_reg;
    rx_empty <= 1;
  end
  if (rx_enable) begin
    if (!rx_busy && !rx_d2) begin
      rx_busy       <= 1;
      rx_sample_cnt <= 1;
      rx_cnt        <= 0;
    end
    if (rx_busy) begin
       rx_sample_cnt <= rx_sample_cnt + 1;
       if (rx_sample_cnt == 7) begin
          if ((rx_d2 == 1) && (rx_cnt == 0)) begin
            rx_busy <= 0;
          end else begin
            rx_cnt <= rx_cnt + 1; 
            if (rx_cnt > 0 && rx_cnt < 9) begin
              rx_reg[rx_cnt - 1] <= rx_d2;
            end
            if (rx_cnt == 9) begin
               rx_busy <= 0;
               if (rx_d2 == 0) begin
                 rx_frame_err <= 1;
               end else begin
                 rx_empty     <= 0;
                 rx_frame_err <= 0;
                 rx_over_run  <= (rx_empty) ? 0 : 1;
               end
            end
          end
       end 
    end 
  end
  if (!rx_enable) begin
    rx_busy <= 0;
  end
end
always @ (posedge txclk or posedge reset)
if (reset) begin
  tx_reg        <= 0;
  tx_empty      <= 1;
  tx_over_run   <= 0;
  tx_out        <= 1;
  tx_cnt        <= 0;
end else begin
   if (ld_tx_data) begin
      if (!tx_empty) begin
        tx_over_run <= 0;
      end else begin
        tx_reg   <= tx_data;
        tx_empty <= 0;
      end
   end
   if (tx_enable && !tx_empty) begin
     tx_cnt <= tx_cnt + 1;
     if (tx_cnt == 0) begin
       tx_out <= 0;
     end
     if (tx_cnt > 0 && tx_cnt < 9) begin
        tx_out <= tx_reg[tx_cnt -1];
     end
     if (tx_cnt == 9) begin
       tx_out <= 1;
       tx_cnt <= 0;
       tx_empty <= 1;
     end
   end
   if (!tx_enable) begin
     tx_cnt <= 0;
   end
end
endmodule
</file>
<file path="flow/run.sh">
#!/bin/bash
# OpenROAD 26Q1-2900-gdf79404cd8, Yosys 0.63+post, stock flow scripts
make -C /OpenROAD-flow-scripts/flow DESIGN_CONFIG=/design/flow/config.mk WORK_HOME=/design/flow/orfs finish
</file>
==> results.sh <==
# source this file to load flow results
export IMPL_switching_share_pct=32.1
export IMPL_pwr_share_comb_pct=44.0
export IMPL_status="finished, violations left"
export IMPL_holdWs_ns=0.359
export IMPL_crit_start="rx_cnt[0]$_DFFE_PP0P_"
export IMPL_die_x_um=71.9
export IMPL_vias_per_cell=5.48
export IMPL_lay_top_cells="dfrtp_1 (37), buf_4 (30), clkdlybuf4s50_1 (25)"
export IMPL_post_dp_hpwl_um=3440
export IMPL_rsz0062_at_grt="yes"
export IMPL_antenna_found_initial=0
export IMPL_pre_cts_ws_ns=-1.46
export IMPL_mappedNetlistArea_um2=2440
export IMPL_drt_wl_total_um=5020
export IMPL_setup_ws_ns=-1.47
export IMPL_pwr_share_seq_pct=32.4
export IMPL_drc_errors=0
export IMPL_arrival_ns=3.73
export IMPL_grt_start_max_net_pins=43
export IMPL_vias=1913
export IMPL_clk_pin_slew_worst_paths_ns=0.09
export IMPL_ys_cells=229
export IMPL_edf_count=0
export IMPL_synthTopCellsByArea="dfrtp_1 (38%), mux2_2 (8.3%), ha_1 (7.7%)"
export IMPL_end_kind="flip-flop"
export IMPL_hold_class="flip-flop to flip-flop"
export IMPL_synth_chip_area_um2=2440
export IMPL_cp_data_required_time_ns=2.26
export IMPL_worstSetupStartpointType="flip-flop"
export IMPL_io_pins=27
export IMPL_largest_area_cell="dfrtp_1"
export IMPL_synth_area_per_cell_um2=10.7
export IMPL_power_density_nw_per_um2=871
export IMPL_path_max_fanout=14
export IMPL_ys_warn_count=1
export IMPL_routabilityCongestion=0.812
export IMPL_die_h_um=71.9
export IMPL_clkPwrFrac_pct=23.6
export IMPL_std_cell_rows=25
export IMPL_first_pass_iters=4
export IMPL_synth_async_sr_flop_share_pct=100
export IMPL_portBuffers=25
export IMPL_fin_util_pct=69.6
export IMPL_ys_seq_share_pct=43.3
export IMPL_final_setup_skew_ns=0.00471
export IMPL_hp_start="rx_d1$_DFF_PP1_"
export IMPL_die_area_um2=5160
export IMPL_syn_to_final_growth_pct=34.8
export IMPL_ys_flops=42
export IMPL_slew_viol_final=0
export IMPL_post_drt_wl_per_cell_um=14.4
export IMPL_tritoncts="built"
export IMPL_ctsHoldBuffers=0
export IMPL_r2r_start="rx_cnt[0]$_DFFE_PP0P_"
export IMPL_fp_util_pct=51.7
export IMPL_lay_top_count="dfrtp_1"
export IMPL_worst_pin_slew_ns=0.644
export IMPL_yosysTopAreaCellShare_pct=37.9
export IMPL_grt_pass1_vias=1927
export IMPL_intPower_uw=1950
export IMPL_p_switching_uw=919
export IMPL_p_leak_uw=0.00142
export IMPL_warning_count=36
export IMPL_power_uw=2860
export IMPL_fill_cells=310
export IMPL_drive_gt1_share_pct=35.1
export IMPL_relSlewSlack_pct=57.0
export IMPL_failed_checks="negative setup slack"
export IMPL_setup_violations=8
export IMPL_grt_pass1_wl_um=8600
export IMPL_maxCapViolations=0
export IMPL_core_area_um2=4720
export IMPL_antenna_cells=0
export IMPL_groute_usage_overall_pct=21.4
export IMPL_vdd_ir_drop_max_mv=0.671
export IMPL_synthCells=229
export IMPL_finalHoldViolCount=0
export IMPL_yosysUniqueCellTypes=51
export IMPL_clock_sinks=42
export IMPL_drtAntennaViolNets=0
export IMPL_drt_iter0_markers=84
export IMPL_gr_total_overflow=0
export IMPL_synthFlopType="dfrtp_1"
export IMPL_critPathKind="flip-flop to flip-flop"
logic make-up (layout without fill, tap and decap cells):
| logic type | count (synthesis) | in the layout | share of synthesized area (%) |
|---|---|---|---|
| adders and majority gates | 15 | 15 | 7.69 |
| and+or+nand+nor | 76 | 76 | 18.2 |
| xor gates and xnor gates | 4 | 4 | 1.44 |
| buffers and inverters | 25 | 78 | 5.44 |
| muxes | 25 | 25 | 12.4 |
| DFF | 42 | 42 | 43.3 |
| AOI/OAI and AO/OA | 42 | 42 | 11.5 |
worst max-delay path, stage by stage, from the launching register on:
cell	delay [ns]
dfrtp_1	0.42
buf_4	0.22
o21ai_1	0.19
a21oi_2	0.09
o21ai_2	0.21
ha_4	0.24
or4_1	0.49
or4_1	0.42
or3_1	0.34
or4_4	0.54
mux2_4	0.30
power groups by stage:
| stage | logic, uW | registers [uW] | clock network, uW |
|---|---|---|---|
| 4_1_cts | 1130 | 927 | 697 |
| 6_report | 1260 | 928 | 677 |
| 5_1_grt | 1380 | 939 | 721 |
per-layer routing:
layer | vias to the layer above | GRT usage [%] | wire length, um
met5 | - | 0 | 0
met1 | 949 | 36.2 | 2520
met2 | 23 | 32.7 | 2380
li1 | 939 | - | -
met4 | 0 | 2.83 | 23
met3 | 2 | 1.85 | 88
layout make-up:
cell class | count | area (um^2) | share of cell area [%]
Sequential cell | 42 | 1060 | 32.1
Clock buffer | 7 | 96.3 | 2.93
Clock inverter | 1 | 30.0 | 0.913
Inverter | 12 | 47.5 | 1.45
Timing Repair Buffer | 58 | 509 | 15.5
Tap cell | 67 | 83.8 | 2.55
Multi-Input combinational cell | 162 | 1470 | 44.5
repair_timing:
item,in CTS,in global routing
setup endpoints to repair,8,8
setup buffers,5,5
endpoints found under the hold margin,0,0
pin swaps,4,6
resized,24,12
path summary, 6_finish.rpt:
path	endpoint	slack (ns)	cells past startpoint
setup reg to reg	rx_reg[0]$_DFFE_PP0P_	-1.47	10
setup / recovery	rx_reg[0]$_DFFE_PP0P_	-1.47	10
max in group asynchronous	tx_out$_DFFE_PP1P_	1.12	3
hold reg to reg	rx_d2$_DFF_PP1_	0.36	0
max in group clk1	tx_out$_DFFE_PP1P_	0.39	6
min in group asynchronous	rx_data[5]$_DFFE_PP0P_	0.58	3
hold / removal	rx_d2$_DFF_PP1_	0.36	0
min in group clk1	tx_reg[6]$_DFFE_PP0P_	0.51	1
cell usage after synthesis, types with 2 or more instances:
library cell	number
a21boi_0	2
a21oi_1	6
a2bb2oi_1	3
and3_1	3
buf_6	2
clkbuf_1	8
clkbuf_8	2
dfrtp_1	37
dfstp_2	5
ha_1	15
inv_1	12
mux2_1	4
mux2_2	18
mux4_2	2
nand2_1	17
nand3_1	4
nand4b_1	2
nor2_1	8
nor2b_1	4
nor3_1	7
nor3b_1	5
nor4_1	4
nor4b_1	2
o211ai_1	2
o21ai_0	12
o21ai_1	2
o31ai_1	4
or3_1	9
or4_1	4
xnor2_1	2
xor2_1	2
stage by stage:
step           setup TNS (ns)  cells  instance area [um^2]
2_1_floorplan           -7.41    229                  2500
3_3_place_gp            -6.94    332                  2920
3_5_place_dp            -7.43    332                  2920
4_1_cts                 -6.59    345                  3190
5_1_grt                 -7.66    349                  3290
6_report                -6.52    349                  3290
Power figures rest on the tool's default switching activity, not on a simulated workload.
