<file path="run.sh">
#!/bin/bash
# OpenROAD 26Q1-2900-gdf79404cd8, Yosys 0.63+post, stock flow scripts
make -C /OpenROAD-flow-scripts/flow DESIGN_CONFIG=/design/flow/config.mk WORK_HOME=/design/flow/orfs finish
</file>
<file path="config.mk">
export PLATFORM = sky130hd
export DESIGN_NAME = uart4
export DESIGN_NICKNAME = uart4
export VERILOG_FILES = /design/flow/design.v
export SDC_FILE = /design/flow/constraint.sdc
export NUM_CORES = 4
export LEC_CHECK = 1
export CORE_AREA = 10 10 105 105
export DIE_AREA = 0 0 115 115
</file>
<file path="constraint.sdc">
current_design uart4

set clk_period 4.7
set clk_io_pct 0.2

create_clock -name clk0 -period $clk_period [get_ports {sys_clk_i}]

set non_clock_inputs [all_inputs -no_clocks]
set_input_delay [expr $clk_period * $clk_io_pct] -clock clk0 $non_clock_inputs
set_output_delay [expr $clk_period * $clk_io_pct] -clock clk0 [all_outputs]
</file>
<file path="design.v">
`timescale 1ns / 1ps
module uart4(
   uart_busy,    
   uart_tx,      
   uart_wr_i,    
   uart_dat_i,   
   sys_clk_i,    
   sys_rst_i     
);
  input uart_wr_i;
  input [7:0] uart_dat_i;
  input sys_clk_i;
  input sys_rst_i;
  output uart_busy;
  output uart_tx;
  reg [3:0] bitcount;
  reg [8:0] shifter;
  reg uart_tx;
  wire uart_busy = |bitcount[3:1];
  wire sending = |bitcount;
  reg [28:0] d;
  wire [28:0] dInc = d[28] ? (115200) : (115200 - 68000000);
  wire [28:0] dNxt = d + dInc;
  always @(posedge sys_clk_i)
  begin
    d = dNxt;
  end
  wire ser_clk = ~d[28];  
  always @(posedge sys_clk_i)
  begin
    if (sys_rst_i) begin
      uart_tx <= 1;
      bitcount <= 0;
      shifter <= 0;
    end else begin
      if (uart_wr_i & ~uart_busy) begin
        shifter <= { uart_dat_i[7:0], 1'h0 };
        bitcount <= (1 + 8 + 2);
      end
      if (sending & ser_clk) begin
        { shifter, uart_tx } <= { 1'h1, shifter };
        bitcount <= bitcount - 1;
      end
    end
  end
endmodule
</file>
==> Slide: Implementation Results <==
Run Summary

Power and ir drop
  • Comb pwr share: 0.228
  • Maximum vdd drop: 0.1136 mV
  • PwrDens: 341.8 nW/µm²
  • Tot Pwr: 724.4 µW
  • Sw Pwr: 218.1 µW
  • Part of the power in registers: 0.471
  • Leakage: 0.0008884 µW
  • Cell Int Power: 506.3 µW
  • Switching share of power: 0.3011
  • Clk network pwr share: 0.301

Worst setup path
  • Setup crit start kind: flop
  • Worst Reg-to-Reg Cells: 9
  • FF-to-FF setup slack: 1.82 ns
  • WS Path Type: reg -> reg
  • Crit path DAT: 3.08 ns
  • Critical path peak fanout: 12
  • CP startpoint: d[28]
  • Reg2reg start: d[28]
  • RR Endpoint: d[28]
  • Worst path required time: 4.91 ns
  • Worst setup EP type: flop
  • Critical path destination: d[28]

Final timing
  • Fmax: 347.8 MHz
  • Worst rel slew slack: 0.6462
  • Period Utilization, post-route: 0.6118
  • RSZ-0062 raised after global routing: false
  • Final min period: 2.875 ns
  • Tightest Pin Transition: 0.5290 ns
  • Worst Hold Slack: 0.4649 ns
  • Final number of max-transition violations: 0
  • Final setup viols: 0
  • Final tally of hold violations: 0
  • Clock Skew: 0.007139 ns
  • Post-route setup TNS: 0 ns

Floorplanning
  • Rows: 34
  • Die height: 115 µm
  • Die x size: 115 µm
  • Ports: 13
  • Die area: 13230 µm²
  • FP Util: 0.2053
  • Core Box Area: 8763 µm²

Synthesis
  • Avg Cell Area, Syn: 9.778 µm²
  • Post-synth ARST share: 0
  • YS chip area: 1799 µm²
  • Leading cell types by total area after synthesis: dfxtp_1 (39%), ha_1 (12%), xnor2_1 (5.8%)
  • Cells after synthesis: 184
  • Top cell area share: 0.3894
  • Yosys warning tally: 1
  • Cell Area, Synth: 1799 µm²
  • Yosys top cell by area: dfxtp_1
  • Synth Seq Share: 0.3894
  • Post-synth EDFFs: 0
  • Yosys cell types: 42
  • Main flop type: dfxtp_1
  • Ys cells: 184
  • Ys flops: 35

GRT
  • Largest net degree at the start of global routing: 17
  • Tot GR Track Use: 0.05103
  • First-pass GRT wire length: 5740 µm
  • Initial antenna violation count: 0
  • GR Overflow Total: 0
  • Number of global-route vias before repair: 1250

Clock network
  • Buffer count from post-CTS setup fixing: 0
  • Reg clk slew, reported paths: 0.08 ns
  • Inserted Clock Buffers: 5
  • CTS tree: yes
  • Late-Pin Clk Latency: 0.29 ns
  • Post-CTS Hold Buffers: 0
  • Max clock buf depth: 2
  • H-tree depth: 2
  • Clock Sink Count: 35
  • CTS root buffer: clkbuf_8
  • Resized cells post-CTS: 0

Place
  • Post-Place Cells: 299
  • HPWL after DPL: 2254 µm
  • RePlAce Congestion: 0.7867
  • PortBufs: 12

Finish
  • Area growth syn-to-layout: 17.80%
  • Ratio of cells with drive above 1 in the final layout: 0.09548
  • Final std cells w/o fill: 307
  • Final core utilization: 0.2419

Flow run
  • Max Cap Violations: 0
  • Tally of OpenROAD warnings: 26

Detailed routing
  • WL/cell: 10.74 µm
  • # diodes: 0
  • ANT nets after route: 0
  • Drt total wl: 3296 µm
  • Via-to-Cell Ratio: 4.355
  • Post-route DRC violation count: 0
  • DR vias: 1337
  • Initial DRT Pass Iterations: 4
  • Iter 0 DRT Violations: 119

Hold path
  • Worst hold stages: 1
  • Min-delay worst type: reg -> reg

Status
  • Outcome: finished clean
[worst min path at each step]
stage     startpoint    to  slack, ns
4_1_cts         d[8]  d[8]       0.47
5_1_grt         d[8]  d[8]       0.50
6_report        d[8]  d[8]       0.46
[per-stage QoR]
step                area [µm²]  setup WS, ns
floorplan                 1799         2.170
global placement          2031         1.886
detailed placement        2031         1.816
CTS                       2120         1.790
global route              2120         1.587
finish                    2120         1.825
[cell usage after synthesis (2+ instances only)]
cell type   n
o21ai_0     3
xor2_1      7
a31oi_1     2
a21o_1      5
o21ai_1     3
a21oi_1     6
clkbuf_1    2
a221oi_1    2
nand2_1    14
mux2i_1     8
a31oi_2     2
o21a_1      2
and3_1      2
a21oi_2     3
dfxtp_1    35
inv_1       6
a211oi_1    8
ha_1       17
xnor2_1    12
nor2_1     18
nand3_1     6
[flip-flops by register name, indices dropped and copies added (netlist names)]
signal,flops
bitcount,4
shifter,9
uart_tx,1
d,21
[cell type report]
cell class,instances,area (µm²)
Multi-Input combinational cell,138,1052
Tap cell,108,135.1
Sequential cell,35,700.7
Inverter,6,22.52
Clock inverter,3,20.02
Timing Repair Buffer,12,120.1
Clock buffer,5,68.82
Fill cell,948,6644
[routing by layer]
layer,up-vias,track usage,wire [µm]
met1,612,0.07375,1758
met5,-,0,0
met2,25,0.07020,1288
met4,0,0.005776,15
met3,3,0.02373,234
li1,697,-,-
[critical path: stages (launching register included)]
cell and delay [ns]:
dfxtp_1 0.52, inv_1 0.30, ha_1 0.32, fa_1 0.42, a31oi_2 0.27, o221a_2 0.29, o21ai_2 0.08, a31oi_2 0.25
nor2_1 0.08, a311oi_1 0.25
[placed cells by master, fill, tap and decap left out, drive strengths merged, types with 2 or more instances in the layout]
| cell type | Yosys | final |
|---|---|---|
| nand2 | 14 | 14 |
| o21ai | 7 | 7 |
| and3 | 2 | 2 |
| a31oi | 4 | 4 |
| a21o | 5 | 5 |
| clkinvlp | 0 | 2 |
| inv | 6 | 6 |
| a221oi | 3 | 3 |
| dfxtp | 35 | 35 |
| a211oi | 9 | 9 |
| xor2 | 7 | 7 |
| nand3 | 6 | 6 |
| mux2i | 8 | 8 |
| clkbuf | 3 | 5 |
| o21a | 2 | 2 |
| xnor2 | 12 | 12 |
| clkdlybuf4s50 | 0 | 12 |
| ha | 17 | 17 |
| a21oi | 9 | 9 |
| nor2 | 18 | 18 |
[power groups by stage]
stage	registers [µW]	clock network [µW]	logic, µW
4_1_cts	341	227	164
5_1_grt	345	243	192
6_report	341	218	165
[cells by family (layout without fill, tap and decap cells)]
logic type               count (synthesis)  count (layout)  synth area share
multiplexers                             8               8           0.04451
AND-OR/OR-AND                           47              47            0.2051
XOR/XNOR                                19              19           0.09249
AND/OR/NAND/NOR                         46              46            0.1134
adder cells (fa/ha/maj)                 18              18            0.1293
flip-flops                              35              35            0.3894
buffers and inverters                   11              26           0.02573
Power is estimated from default activity; no workload was simulated.
